--- design/flow/run.sh ---
#!/bin/bash
# OpenROAD 26Q1-2900-gdf79404cd8, Yosys 0.63+post, stock flow scripts
make -C /OpenROAD-flow-scripts/flow DESIGN_CONFIG=/design/flow/config.mk WORK_HOME=/design/flow/orfs finish
--- design/flow/config.mk ---
export PLATFORM = sky130hd
export DESIGN_NAME = rftpu_systolic_v22
export DESIGN_NICKNAME = rftpu_systolic_v22
export VERILOG_FILES = /design/flow/design.v
export SDC_FILE = /design/flow/constraint.sdc
export NUM_CORES = 4
export LEC_CHECK = 1
export CORE_UTILIZATION = 30
--- design/flow/constraint.sdc ---
current_design rftpu_systolic_v22

set clk_period 126.5
set clk_io_pct 0.2

create_clock -name clk0 -period $clk_period [get_ports {clk}]

set non_clock_inputs [all_inputs -no_clocks]
set_input_delay [expr $clk_period * $clk_io_pct] -clock clk0 $non_clock_inputs
set_output_delay [expr $clk_period * $clk_io_pct] -clock clk0 [all_outputs]
--- design/flow/design.v ---
`default_nettype none
`timescale 1ns/1ps
module weight_double_buffer #(
    parameter int ARRAY_DIM  = 8,
    parameter int DATA_WIDTH = 8
)(
    input  wire                     clk,
    input  wire                     rst_n,
    input  wire                     wr_en,
    input  wire [$clog2(ARRAY_DIM)-1:0] wr_row,
    input  wire [ARRAY_DIM*DATA_WIDTH-1:0] wr_data,
    input  wire [$clog2(ARRAY_DIM)-1:0] rd_row,
    output wire [ARRAY_DIM*DATA_WIDTH-1:0] rd_data,
    input  wire                     swap_buffers,    
    output wire                     buffer_ready     
);
    reg [ARRAY_DIM*DATA_WIDTH-1:0] bank0 [ARRAY_DIM];
    reg [ARRAY_DIM*DATA_WIDTH-1:0] bank1 [ARRAY_DIM];
    reg active_bank;
    reg [$clog2(ARRAY_DIM):0] rows_loaded;
    assign buffer_ready = (rows_loaded >= ARRAY_DIM);
    assign rd_data = active_bank ? bank1[rd_row] : bank0[rd_row];
    always_ff @(posedge clk or negedge rst_n) begin
        if (!rst_n) begin
            active_bank <= 0;
            rows_loaded <= 0;
            for (int i = 0; i < ARRAY_DIM; i++) begin
                bank0[i] <= '0;
                bank1[i] <= '0;
            end
        end else begin
            if (wr_en) begin
                if (active_bank)
                    bank0[wr_row] <= wr_data;
                else
                    bank1[wr_row] <= wr_data;
                rows_loaded <= rows_loaded + 1;
            end
            if (swap_buffers) begin
                active_bank <= ~active_bank;
                rows_loaded <= 0;
            end
        end
    end
endmodule
module systolic_pe_pipelined #(
    parameter int DATA_WIDTH = 8,
    parameter int ACC_WIDTH  = 32,
    parameter int PIPE_STAGES = 2    
)(
    input  wire                     clk,
    input  wire                     rst_n,
    input  wire                     load_weight,
    input  wire                     clear_acc,
    input  wire                     enable,
    input  wire [DATA_WIDTH-1:0]    weight_in,
    input  wire [DATA_WIDTH-1:0]    activation_in,
    input  wire [ACC_WIDTH-1:0]     psum_in,
    output reg  [DATA_WIDTH-1:0]    activation_out,
    output reg  [ACC_WIDTH-1:0]     psum_out,
    output wire                     mac_active
);
    reg [DATA_WIDTH-1:0] weight_reg;
    reg signed [2*DATA_WIDTH-1:0] product_pipe;
    reg [ACC_WIDTH-1:0] psum_pipe;
    reg clear_pipe;
    wire signed [2*DATA_WIDTH-1:0] product;
    assign product = $signed(weight_reg) * $signed(activation_in);
    assign mac_active = (activation_in != '0) && enable;
    always_ff @(posedge clk or negedge rst_n) begin
        if (!rst_n) begin
            weight_reg     <= '0;
            activation_out <= '0;
            psum_out       <= '0;
            product_pipe   <= '0;
            psum_pipe      <= '0;
            clear_pipe     <= 0;
        end else begin
            if (load_weight) begin
                weight_reg <= weight_in;
            end
            if (enable) begin
                activation_out <= activation_in;
                product_pipe <= product;
                psum_pipe <= psum_in;
                clear_pipe <= clear_acc;
            end
            if (clear_pipe) begin
                psum_out <= '0;
            end else begin
                psum_out <= psum_pipe + {{(ACC_WIDTH-2*DATA_WIDTH){product_pipe[2*DATA_WIDTH-1]}}, product_pipe};
            end
        end
    end
endmodule
module systolic_array_v22 #(
    parameter int ARRAY_DIM  = 8,
    parameter int DATA_WIDTH = 8,
    parameter int ACC_WIDTH  = 32,
    parameter int PIPE_DEPTH = 2      
)(
    input  wire                     clk,
    input  wire                     rst_n,
    input  wire                     load_weights,
    input  wire                     clear_acc,
    input  wire                     compute_enable,
    input  wire [$clog2(ARRAY_DIM)-1:0] weight_row_sel,
    input  wire [ARRAY_DIM*DATA_WIDTH-1:0] weight_row_data,
    input  wire [ARRAY_DIM*DATA_WIDTH-1:0] activation_in,
    output wire [ARRAY_DIM*ACC_WIDTH-1:0] result_out,
    output wire                     result_valid,
    output wire [ARRAY_DIM*ARRAY_DIM-1:0] mac_active_out
);
    wire [DATA_WIDTH-1:0] activation_h [ARRAY_DIM][ARRAY_DIM+1];
    wire [ACC_WIDTH-1:0]  psum_v       [ARRAY_DIM+1][ARRAY_DIM];
    wire                  mac_active_grid [ARRAY_DIM][ARRAY_DIM];
    reg [DATA_WIDTH-1:0] skew_delay [ARRAY_DIM][ARRAY_DIM];
    reg [$clog2(3*ARRAY_DIM):0] cycle_count;
    genvar col;
    generate
        for (col = 0; col < ARRAY_DIM; col++) begin : init_psum
            assign psum_v[0][col] = '0;
        end
    endgenerate
    genvar row;
    generate
        for (row = 0; row < ARRAY_DIM; row++) begin : pe_row
            for (col = 0; col < ARRAY_DIM; col++) begin : pe_col
                wire load_pe = load_weights && (weight_row_sel == row);
                systolic_pe_pipelined #(
                    .DATA_WIDTH(DATA_WIDTH),
                    .ACC_WIDTH(ACC_WIDTH),
                    .PIPE_STAGES(PIPE_DEPTH)
                ) pe_inst (
                    .clk(clk),
                    .rst_n(rst_n),
                    .load_weight(load_pe),
                    .clear_acc(clear_acc),
                    .enable(compute_enable),
                    .weight_in(weight_row_data[(col+1)*DATA_WIDTH-1 -: DATA_WIDTH]),
                    .activation_in(activation_h[row][col]),
                    .psum_in(psum_v[row][col]),
                    .activation_out(activation_h[row][col+1]),
                    .psum_out(psum_v[row+1][col]),
                    .mac_active(mac_active_grid[row][col])
                );
                assign mac_active_out[row*ARRAY_DIM + col] = mac_active_grid[row][col];
            end
        end
    endgenerate
    integer i, j;
    always_ff @(posedge clk or negedge rst_n) begin
        if (!rst_n) begin
            for (i = 0; i < ARRAY_DIM; i++) begin
                for (j = 0; j < ARRAY_DIM; j++) begin
                    skew_delay[i][j] <= '0;
                end
            end
            cycle_count <= '0;
        end else if (compute_enable) begin
            cycle_count <= cycle_count + 1;
            for (i = 0; i < ARRAY_DIM; i++) begin
                skew_delay[i][0] <= activation_in[(i+1)*DATA_WIDTH-1 -: DATA_WIDTH];
                for (j = 1; j < ARRAY_DIM; j++) begin
                    skew_delay[i][j] <= skew_delay[i][j-1];
                end
            end
        end else begin
            cycle_count <= '0;
            for (i = 0; i < ARRAY_DIM; i++) begin
                for (j = 0; j < ARRAY_DIM; j++) begin
                    skew_delay[i][j] <= '0;
                end
            end
        end
    end
    generate
        for (row = 0; row < ARRAY_DIM; row++) begin : connect_act
            if (row == 0)
                assign activation_h[row][0] = skew_delay[row][0];
            else
                assign activation_h[row][0] = skew_delay[row][row-1];
        end
    endgenerate
    generate
        for (col = 0; col < ARRAY_DIM; col++) begin : connect_out
            assign result_out[(col+1)*ACC_WIDTH-1 -: ACC_WIDTH] = psum_v[ARRAY_DIM][col];
        end
    endgenerate
    assign result_valid = (cycle_count >= 2*ARRAY_DIM + PIPE_DEPTH - 1);
endmodule
module rftpu_systolic_v22 #(
    parameter int ARRAY_DIM   = 8,
    parameter int DATA_WIDTH  = 8,
    parameter int ACC_WIDTH   = 32,
    parameter int PIPE_DEPTH  = 2,
    parameter int UB_DEPTH    = 256
)(
    input  wire                     clk,
    input  wire                     rst_n,
    input  wire                     start,
    input  wire [3:0]               mode,
    input  wire [15:0]              num_vectors,
    input  wire                     weight_wr_en,
    input  wire [$clog2(ARRAY_DIM)-1:0] weight_wr_row,
    input  wire [ARRAY_DIM*DATA_WIDTH-1:0] weight_wr_data,
    input  wire [ARRAY_DIM*DATA_WIDTH-1:0] activation_data,
    output wire [ARRAY_DIM*ACC_WIDTH-1:0] result_data,
    output wire                     result_valid,
    output wire                     busy,
    output wire                     done,
    output wire                     weight_buffer_ready,   
    output reg [31:0]               perf_compute_cycles,
    output reg [31:0]               perf_total_cycles,
    output reg [31:0]               perf_mac_ops
);
    localparam MODE_GEMM = 4'hF;
    typedef enum logic [2:0] {
        S_IDLE,
        S_WAIT_WEIGHTS,
        S_COMPUTE,
        S_DRAIN,
        S_DONE
    } state_t;
    state_t state, next_state;
    reg compute_enable;
    reg clear_acc;
    reg swap_buffers;
    reg [$clog2(3*ARRAY_DIM):0] compute_cnt;
    wire [$clog2(ARRAY_DIM)-1:0] weight_rd_row;
    wire [ARRAY_DIM*DATA_WIDTH-1:0] weight_rd_data;
    wire buffer_ready;
    weight_double_buffer #(
        .ARRAY_DIM(ARRAY_DIM),
        .DATA_WIDTH(DATA_WIDTH)
    ) weight_buf (
        .clk(clk),
        .rst_n(rst_n),
        .wr_en(weight_wr_en),
        .wr_row(weight_wr_row),
        .wr_data(weight_wr_data),
        .rd_row(weight_rd_row),
        .rd_data(weight_rd_data),
        .swap_buffers(swap_buffers),
        .buffer_ready(buffer_ready)
    );
    assign weight_buffer_ready = buffer_ready;
    assign weight_rd_row = '0;   
    wire [ARRAY_DIM*ARRAY_DIM-1:0] mac_active;
    systolic_array_v22 #(
        .ARRAY_DIM(ARRAY_DIM),
        .DATA_WIDTH(DATA_WIDTH),
        .ACC_WIDTH(ACC_WIDTH),
        .PIPE_DEPTH(PIPE_DEPTH)
    ) systolic (
        .clk(clk),
        .rst_n(rst_n),
        .load_weights(swap_buffers),   
        .clear_acc(clear_acc),
        .compute_enable(compute_enable),
        .weight_row_sel('0),
        .weight_row_data(weight_rd_data),
        .activation_in(activation_data),
        .result_out(result_data),
        .result_valid(result_valid),
        .mac_active_out(mac_active)
    );
    always_ff @(posedge clk or negedge rst_n) begin
        if (!rst_n)
            state <= S_IDLE;
        else
            state <= next_state;
    end
    always_comb begin
        next_state = state;
        compute_enable = 0;
        clear_acc = 0;
        swap_buffers = 0;
        case (state)
            S_IDLE: begin
                if (start && mode == MODE_GEMM && buffer_ready) begin
                    next_state = S_COMPUTE;
                    swap_buffers = 1;   
                    clear_acc = 1;
                end else if (start && mode == MODE_GEMM) begin
                    next_state = S_WAIT_WEIGHTS;
                end
            end
            S_WAIT_WEIGHTS: begin
                if (buffer_ready) begin
                    next_state = S_COMPUTE;
                    swap_buffers = 1;
                    clear_acc = 1;
                end
            end
            S_COMPUTE: begin
                compute_enable = 1;
                if (compute_cnt >= 2*ARRAY_DIM + PIPE_DEPTH) begin
                    next_state = S_DRAIN;
                end
            end
            S_DRAIN: begin
                if (result_valid) begin
                    next_state = S_DONE;
                end
            end
            S_DONE: begin
                next_state = S_IDLE;
            end
        endcase
    end
    always_ff @(posedge clk or negedge rst_n) begin
        if (!rst_n) begin
            compute_cnt <= 0;
        end else begin
            if (state == S_IDLE || state == S_WAIT_WEIGHTS)
                compute_cnt <= 0;
            else if (compute_enable)
                compute_cnt <= compute_cnt + 1;
        end
    end
    always_ff @(posedge clk or negedge rst_n) begin
        if (!rst_n) begin
            perf_compute_cycles <= 0;
            perf_total_cycles <= 0;
            perf_mac_ops <= 0;
        end else if (state == S_IDLE && start) begin
            perf_compute_cycles <= 0;
            perf_total_cycles <= 0;
            perf_mac_ops <= 0;
        end else begin
            if (state != S_IDLE)
                perf_total_cycles <= perf_total_cycles + 1;
            if (compute_enable) begin
                perf_compute_cycles <= perf_compute_cycles + 1;
                perf_mac_ops <= perf_mac_ops + $countones(mac_active);
            end
        end
    end
    assign busy = (state != S_IDLE);
    assign done = (state == S_DONE);
endmodule
`default_nettype wire
==> COMMIT_EDITMSG <==
Refresh implementation metrics

- The flow ran to the end, and the final reports show no timing, DRC or antenna violations.
* Final wirelength: around 270000 µm
* Cell mode on critical path: sky130_fd_sc_hd__buf_4
- Entering global routing, the biggest net connects ~150 pins.
- Final Instance Area: approximately 150000 µm²
* Required time at the worst-slack endpoint: between 100000 and 150000 ps
- Syn Std Cell Area: 131100 µm²
- Final sum of negative setup slack: 0 ps
- Worst min-delay path category: reg2reg
- The routed wirelength on the met1 layer is recorded as about 130000 µm.
- Clock tree from TritonCTS: done
- Sink count of the clock tree: 3037
- Number of antenna violations at the first check in global routing: 34
* Routed wire length on met2: between 100000 and 150000 µm
- The register with the most flip-flops in the layout has roughly 1k of them.
* Overall Power: about 3.5 mW
- Number of slew-limit violations in the final report: 0
- IR analysis of the VDD net gives a maximum drop of 0.00002832 V.
- Maximum fanout count along the critical path: approximately 110
- Vertical die size: roughly 660 µm
* Number of OpenROAD warnings: 68
- Final Skew: roughly 48 ps
- Derived from the worst setup path, the maximum achievable clock frequency is 0.03417 GHz.
- Clock-pin slew was measured on the worst setup and hold paths at around 60 ps.
* Number of hold buffers added after CTS: 0
- For this run, the number of Yosys warnings is 8.
- Chip area: roughly 440000 µm²
* Post-synth seq share: 0.5796
- Clock root buffer: sky130_fd_sc_hd__clkbuf_16
* CP max stage cell: sky130_fd_sc_hd__buf_4
* Period utilization: 0.2313
- Synth area leader: sky130_fd_sc_hd__dfrtp_1
- Per the synth log, the flip-flop and latch total comes to between 3k and 4k.
- The worst setup path is of the in2async kind.
- Portion of synthesized cell area occupied by the leading cell type: 0.5796
- Global-route wire length before repair: ~450000 µm
- The worst setup path is launched from a primary input.
* Count of flip-flops with a built-in enable after synthesis: 0
- Top layer used by detailed routing: met5
* Number of setup violations in the final report: 0
- Max-slew headroom: 0.4242
* Share of async-settable or async-resettable flops after synthesis: 1.000
- Pre-CTS setup slack: roughly 96000 ps
- Maximum single-stage delay on the critical path: about 650 ps
* Kind of capture point of the worst setup path: asynchronous set/reset pin
- Total clock buffers created by CTS: between 300 and 400
- Routed wire length per instance: approximately 14 µm
- GR Util All Layers: 0.1295
- The layout summary lists the proportion of cells stronger than drive strength 1 as 0.05975.
- More flip-flops sit in one register than any other, and that register is systolic.pe_row.pe_col.pe_inst.psum_out.
* Detailed-routing iteration count for the pre-antenna-repair pass: 7
- The clock passes through at most 4 buffers.
* DP Cell Count: approximately 18k
* Time the final worst path needs with I/O delays and setup: 29260 ps
- The script logs the ratio of routed vias to standard cells as roughly 4.2.
- Total cells reported by yosys after synthesis: approximately 13k
* Half-perimeter wire length of the detailed placement result: approximately 180000 µm
- Synthesized chip area reported by yosys: about 130000 µm²
* Cells along the critical path: buf_16 -> buf_4 -> buf_4 -> buf_4 -> buf_4 -> buf_4 -> buf_4 -> buf_4
* Initial core utilization: 0.3016
* Syn-to-layout area delta: 15.56%
- Cell family with the largest share of critical-path delay: buffers and inverters
- Top cell types by occurrence after synthesis: sky130_fd_sc_hd__nand2_1 (4457), sky130_fd_sc_hd__dfrtp_1 (3037), sky130_fd_sc_hd__nor2b_1 (1026), sky130_fd_sc_hd__inv_1 (601), sky130_fd_sc_hd__and2_1 (533)
- According to the floorplan log, the row count is roughly 240.
* Total overflow reported by the global router: 0
* Number of global-route vias before repair: 79.29k
* Measured slew at the worst slew-check pin: between 800 and 900 ps
- 1st-iter DRT viols: between 5k and 6k
- Die Wd: 663.1 µm
- Number of primary I/O pins: around 500
- Cell Count, Final, Fillers Out: 18.79k
- The detailed router placed between 70k and 80k vias in this run.
* Post-cts gate resize count: 0
* Number of remaining DRC errors: 0
* CTS H-tree lvls: 5
* Number of routed nets with antenna violations: 0
- Across all setup checks in the final design, the least slack found is around 97000 ps.
- The cell count after synthesis came out at 12.58k.
- Most common cell in the synthesized netlist: sky130_fd_sc_hd__nand2_1
- The final timing report lists a hold violation count of 0.
- Avg Cell Area, Syn: 10.42 µm²
- Largest registers: systolic.pe_row.pe_col.pe_inst.psum_out (1024), systolic.pe_row.pe_col.pe_inst.psum_pipe (896), systolic.pe_row.pe_col.pe_inst.activation_out (448)
* Leakage power summed over all cells: around 79 nW
* Power Dens Cells: 22.79 nW/µm²
* Yosys cell types: approximately 55
* Buffers added on ports: approximately 500
* Buffer and inverter count on the worst path: 8
* Number of maximum-capacitance violations: 0
- Setup repair after global routing left no endpoint under its margin.
- According to the timing report, the arrival time at the worst endpoint equals 30220 ps.
- At the end of routability-driven placement, the weighted congestion stood at approximately 0.84.
- Dominant register cell: sky130_fd_sc_hd__dfrtp_1
- Area of placed instances: between 100000 and 150000 µm²
- As reported, the later end of the worst-skew pair has a clock insertion delay of about 910 ps.
- After detailed routing, the met3 layer carries around 19000 µm of wire.
- Area inside the core boundary: 434800 µm²
* Number of buffers added for setup after CTS: 0
- The main area contributors are sky130_fd_sc_hd__dfrtp_1 (58%), sky130_fd_sc_hd__nand2_1 (13%), sky130_fd_sc_hd__fa_1 (7.6%).
power breakdown:
group	total (mW)	leakage (nW)	internal (mW)	switching (mW)
registers	1.42	41.2	1.25	0.170
clock network	0.925	5.10	0.542	0.383
logic	1.11	32.2	0.462	0.647
placed cells by master, fill, tap and decap left out, drive strengths merged, types with 141 or more instances in the layout:
| cell | n |
|---|---|
| inv | 619 |
| clkbuf | 468 |
| clkdlybuf4s50 | 493 |
| nand2 | 4457 |
| o21ai | 228 |
| a21oi | 149 |
| buf | 141 |
| nor2b | 1026 |
| nor2 | 174 |
| ha | 268 |
| dfrtp | 3037 |
| and2 | 533 |
| fa | 496 |
path summary, 6_finish.rpt:
path / start / end / slack [ps] / depth (start not counted)
hold / removal: systolic.pe_row[4].pe_col[3].pe_inst.psum_out[6]$_DFF_PN0_ / register / 400 / 2
max in group clk0: systolic.cycle_count[0]$_DFF_PN0_ / result_valid / 98410 / 4
hold reg to reg: systolic.pe_row[4].pe_col[3].pe_inst.psum_out[6]$_DFF_PN0_ / register / 400 / 2
min in group asynchronous: rst_n / systolic.pe_row[7].pe_col[0].pe_inst.psum_out[14]$_DFF_PN0_ / 24350 / 1
setup reg to reg: state[2]$_DFFE_PN0P_ / perf_mac_ops[16]$_DFFE_PN0P_ / 115010 / 25
setup / recovery: rst_n / asynchronous set/reset pin / 97240 / 8
metrics by stage:
stage                     utilization  hold WS (ps)
after global placement         0.3245         419.8
final                          0.3485         402.6
after CTS                      0.3485         403.3
after global routing           0.3485         418.9
after detailed placement       0.3245         419.5
after floorplan                     -         414.3
area by class of cell:
class,instances,area (µm²)
clock inverters,90,1065
fillers,42720,283300
clock buffers,468,9363
flip-flops and latches,3037,76010
multi-input cells,8225,49560
inverters,601,2256
repair buffers,634,6101
diodes,3,7.507
well taps,5734,7174
cell families after synthesis:
group,Yosys count,synth area share
buffers and inverters,1322,0.04275
AND/OR/NAND/NOR,6576,0.2259
AND-OR/OR-AND,522,0.02296
multiplexers,206,0.01697
adder cells (fa/ha/maj),764,0.1013
flip-flops,3037,0.5796
XOR/XNOR,157,0.01049
worst reg2reg max path: cells and delay by family, from the launching register on:
kind | cells | cell delay, ps
adder cells (fa/ha/maj) | 10 | 5020
multiplexers | 1 | 140
buffers and inverters | 7 | 3710
flip-flops | 1 | 620
AND-OR/OR-AND | 4 | 1000
AND/OR/NAND/NOR | 3 | 880
metal layers:
layer / global-route usage / vias up
li1: - / 39240
met1: 0.2084 / 38390
met2: 0.1804 / 1289
met3: 0.03982 / 371
met4: 0.02254 / 42
met5: 0 / -
Power and IR drop assume default switching activity.
